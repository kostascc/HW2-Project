==> flow/design.v <==
module bFSM(
    output reg Y,
    input CLK, RST, X
);
    localparam
        A = 3'b001,
        B = 3'b100,
        C = 3'b010,
        D = 3'b011,
        E = 3'b000;
    reg[2:0] currentState, nextState;
    always @(posedge CLK or posedge RST)
    begin: STATE_MEMORY
        if (RST) begin
            currentState <= A ;
        end else begin
            currentState <= nextState;
        end
    end
    always @(currentState or X)
    begin: NEXT_STATE_LOGIC
        case(currentState)
            E: nextState = (X)? B : D;
            A: nextState = (X)? B : A;
            C: nextState = (X)? E : C;
            D: nextState = (X)? C : A;
            B: nextState = (X)? D : C;
            default: nextState = A;
        endcase
    end
    always @(currentState or X)
    begin: OUTPUT_LOGIC
        Y = (X) & (1'b1-currentState[2]);
    end
endmodule
==> flow/run.sh <==
#!/bin/bash
# OpenROAD 26Q1-2900-gdf79404cd8, Yosys 0.63+post, stock flow scripts
make -C /OpenROAD-flow-scripts/flow DESIGN_CONFIG=/design/flow/config.mk WORK_HOME=/design/flow/orfs finish
==> flow/config.mk <==
export PLATFORM = sky130hd
export DESIGN_NAME = bFSM
export DESIGN_NICKNAME = bFSM
export VERILOG_FILES = /design/flow/design.v
export SDC_FILE = /design/flow/constraint.sdc
export NUM_CORES = 4
export LEC_CHECK = 1
export CORE_AREA = 10 10 70 70
export DIE_AREA = 0 0 80 80
==> flow/constraint.sdc <==
current_design bFSM

set clk_period 1.3
set clk_io_pct 0.2

create_clock -name clk0 -period $clk_period [get_ports {CLK}]

set non_clock_inputs [all_inputs -no_clocks]
set_input_delay [expr $clk_period * $clk_io_pct] -clock clk0 $non_clock_inputs
set_output_delay [expr $clk_period * $clk_io_pct] -clock clk0 [all_outputs]
==> results_dict.tcl <==
# place-and-route summary
set metrics [dict create \
    start_kind "flop" \
    xor_area_share_pct 0 \
    cp_cell_sequence "or2b_1 -> inv_2 -> buf_2" \
    cts_sinks 3 \
    cts_buffers 3 \
    slew_viol_final 0 \
    max_freq_mhz 801 \
    top_register "currentState" \
    clk_pin_slew_worst_paths_ns 0.04 \
    core-area_um2 3420 \
    drt_wl_total_um 383 \
    largest_reg_flops 3 \
    rows 21 \
    ant_nets 0 \
    rsz0062_at_grt "true" \
    globalRouteOverflowTotal 0 \
    adder_share_pct 0 \
    cts_buffer_depth 2 \
    yosysWarningCount 1 \
    min_path_type "in2async" \
    grtUsageTotal_pct 1.53 \
    gr-usage-met2_pct 1.77 \
    drcViolationCount 0 \
    vias_per_cell 1.93 \
    dieArea_um2 6400 \
    warning_count 26 \
    firstDrtPassIters 2 \
    fin_skew_ns 0.00138 \
    drt_iter0_drc 1 \
    simple_gate_share_pct 27.7 \
    busiest_layer "met3" \
    wl_per_cell_um 5.32 \
    place.gp.congestion 0.643 \
    cp.required_ns 1.04 \
    fp_util_pct 4.36 \
    antenna_cells 0 \
    syn_area_um2 149 \
    ys_types 12 \
    met3_usage_pct 1.93 \
    crit_path_end_kind "output pin" \
    leakage_nw 0.124 \
    die_h_um 80 \
    relSlewSlack_pct 77.6 \
    layout-drive-gt1-share_pct 53.8 \
    ys_sh_aoi_pct 8.40 \
    layoutNonFillerInstCount 72 \
    slowest_stage "dfrtp_1" \
    insertion_delay_ns 0.23 \
    boundaryPins 4 \
    ys_ff 3 \
    path_class "reg2out" \
    synthCells 13 \
    cp_max_fo 2 \
    avgSynthCellArea_um2 11.5 \
    area_delta_synth_final_pct 103 \
    cts_max_level 1 \
    finalPower_mw 0.469 \
    port_buffers 3 \
    antenna_found_initial 0 \
    hold_viol_final 0 \
    grt_max_degree 6 \
    cts_tree "built" \
    hold_ws_ns 0.205 \
    logic_family "simple AND/OR/NAND/NOR gates" \
    die_w_um 80 \
    finalCriticalPeriod_ns 1.25 \
    ys_area_um2 149 \
    utilization_pct 8.83 \
    cpLargestDelayFamily "flip-flops" \
    grtUsageMet1_pct 1.53 \
    powerDensity_nw_per_um2 1560 \
    finalSetupViolations 0 \
    drv_cap 0 \
    vias 139 \
    fillers 406 \
    dp_hpwl_um 294 \
    slowest_delay_ns 0.37 \
    fin_crit_sh_pct 96.1 \
    grt_pass1_wl_um 765 \
    outcome "completed" \
    crit_buf_inv 2 \
    mux_area_share_pct 7.56 \
    placed_cells 66 \
    ir_worst_vdd_v 0.000221 \
    cts-root-buf "clkbuf_4" \
    totalNegativeSetupSlack_ns 0 \
    ys_cells 13 \
    arrival_ns 0.99 \
    reg_top3 "currentState: 3 flops" \
    tightestPinTransition_ns 0.332 \
    grt_pass1_vias 189 \
    postSynthSeqShare_pct 51.3 \
]
==> power by group <==
part / switching [mW] / internal [mW]
registers: 0.0328 / 0.137
clock network: 0.0452 / 0.115
logic: 0.0508 / 0.0889
==> per-layer routing <==
metal  wire [um]  vias up
met3          87        0
met4           0        0
met1         161       62
met5           0        -
li1            -       71
met2         134        6
==> Yosys cell counts <==
cell,number,area share (%)
mux2_1,1,7.6
inv_2,1,2.5
nor3_2,1,6.7
nor2_1,1,2.5
dfrtp_1,2,34
o22ai_2,1,8.4
nand2_1,1,2.5
or2b_1,1,5.0
nor4b_1,1,5.9
nor3b_1,1,5.0
inv_1,1,2.5
dfstp_2,1,18
==> worst paths after layout <==
| path | startpoint | endpoint | slack [ns] | cells after the start |
|---|---|---|---|---|
| worst max-delay path | currentState[2] | Y | 0.05 | 3 |
| worst min-delay path | RST | currentState[1] | 0.21 | 2 |
| worst max register to register | currentState[2] | currentState[1] | 0.20 | 4 |
| worst min register to register | currentState[1] | currentState[2] | 0.49 | 1 |
| max in group asynchronous | RST | currentState[0] | 0.89 | 2 |
| min in group clk0 | currentState[1] | currentState[2] | 0.49 | 1 |
==> area by class of cell <==
cell class / instances / area, um2 / area share (%)
Clock buffer: 4 / 26.3 / 8.71
Inverter: 2 / 7.51 / 2.49
Multi-Input combinational cell: 8 / 65.1 / 21.6
Sequential cell: 3 / 76.3 / 25.3
Tap cell: 46 / 57.6 / 19.1
Timing Repair Buffer: 9 / 68.8 / 22.8
==> logic make-up after synthesis <==
| family | Yosys count |
|---|---|
| DFF | 3 |
| muxes | 1 |
| buffers and inverters | 2 |
| AOI/OAI and AO/OA | 1 |
| and+or+nand+nor | 6 |
==> cells in the final DEF (no fill, tap or decap) <==
cell type	count
buf_2	1
buf_4	6
clkbuf_1	1
clkbuf_4	3
clkdlybuf4s50_1	1
dfrtp_1	2
dfstp_2	1
dlygate4sd2_1	1
inv_1	1
inv_2	1
mux2_1	1
nand2_1	1
nor2_1	1
nor3_2	1
nor3b_1	1
nor4b_1	1
o22ai_2	1
or2b_1	1
==> metrics by stage <==
step / worst slack (ns) / instance area [um2]
after floorplan: 0.343 / 149
after global placement: -0.472 / 267
after detailed placement: -0.480 / 267
after CTS: 0.0379 / 302
after global routing: -0.0256 / 302
final: 0.0509 / 302
==> timing repair <==
action                                  in CTS  in global routing
cloned                                       0                  0
resized                                      4                  0
setup buffers                                2                  0
endpoints found under the setup margin       1                  1
hold buffers                                 0                  0
Power is estimated from default activity; no workload was simulated.
