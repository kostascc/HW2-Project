==> flow/design.v <==
 `timescale 1ns/1ns
 module hamEncode125(
    output reg[17:1]  OUT,
    input  wire[11:0]  IN
);
    assign OUT = {
        IN[11],  
        PAR[4],    
        IN[10],  
        IN[9],   
        IN[8],   
        IN[7],   
        IN[6],   
        IN[5],   
        IN[4],   
        PAR[3],    
        IN[3],   
        IN[2],   
        IN[1],   
        PAR[2],    
        IN[0],   
        PAR[1],    
        PAR[0]     
    };
    reg[4:0] PAR;
    assign PAR[0]  = OUT[3]  ^ OUT[5]  ^ 
                     OUT[7]  ^ OUT[9]  ^ OUT[11] ^ 
                     OUT[13] ^ OUT[15] ^ OUT[17] ;
    assign PAR[1]  = OUT[3]  ^
                     OUT[6]  ^ OUT[7]  ^
                     OUT[10] ^ OUT[11] ^
                     OUT[14] ^ OUT[15];
    assign PAR[2]  = OUT[5]  ^ OUT[6]  ^ OUT[7]  ^
                     OUT[12] ^ OUT[13] ^ OUT[14] ^ OUT[15] ;
    assign PAR[3]  = OUT[9]  ^ OUT[10] ^ OUT[11] ^ OUT[12] ;
    assign PAR[4]  = OUT[17] ;
endmodule
==> flow/run.sh <==
#!/bin/bash
# OpenROAD 26Q1-2900-gdf79404cd8, Yosys 0.63+post, stock flow scripts
make -C /OpenROAD-flow-scripts/flow DESIGN_CONFIG=/design/flow/config.mk WORK_HOME=/design/flow/orfs finish
==> flow/config.mk <==
export PLATFORM = sky130hd
export DESIGN_NAME = hamEncode125
export DESIGN_NICKNAME = hamEncode125
export VERILOG_FILES = /design/flow/design.v
export SDC_FILE = /design/flow/constraint.sdc
export NUM_CORES = 4
export LEC_CHECK = 1
export CORE_AREA = 10 10 70 70
export DIE_AREA = 0 0 80 80
==> flow/constraint.sdc <==
current_design hamEncode125

set clk_period 1.5
set clk_io_pct 0.2

create_clock -name clk0 -period $clk_period

set non_clock_inputs [all_inputs -no_clocks]
set_input_delay [expr $clk_period * $clk_io_pct] -clock clk0 $non_clock_inputs
set_output_delay [expr $clk_period * $clk_io_pct] -clock clk0 [all_outputs]
==> ci_impl_report.md <==
### Metrics collected by this job

| Metric | Value |
|---|---|
| Wirelength, routed | `1030 um` |
| Global Route Usage Sum | `0.0285` |
| Hold Path Sink | `OUT[16]` |
| Ys cells | `28` |
| Die area | `0.00640 mm^2` |
| CP endpoint kind | `output pin` |
| I/O pins | `29` |
| Worst slew margin | `0.873` |
| Register Area | `0 um^2` |
| Ratio of cells with drive above 1 in the final layout | `0.608` |
| Dpl hpwl | `848 um` |
| Worst slew pin tran | `0.190 ns` |
| Critical path class | `primary input to output pin` |
| Die Wd | `80 um` |
| Pwr Density | `438 mW/mm^2` |
| Drt drc | `0` |
| # diodes | `0` |
| Seq_cells | `0` |
| Syn avg cell area | `9.21 um^2` |
| IO buf count | `29` |
| Initial DRC Count | `4` |
| Initial antenna violation count | `0` |
| Maxcap violations | `0` |
| Lkg Pwr | `0.288 nW` |
| Drt pass-1 iters | `2` |
| Max FO, Critical Path | `2` |
| Hold Path Depth | `2` |
| Violated checks | `setup timing` |
| Hold/Removal Path Class | `primary input to output pin` |
| Most instantiated logic cell after routing | `clkdlybuf4s50_1` |
| Worst setup SP type | `primary input` |
| RSZ-0062 raised after global routing | `yes` |
| Critical Path AT | `1.21 ns` |
| Most Frequent Cell on Critical Path | `xnor2_2` |
| Synthesized cell area | `258 um^2` |
| Number of placed instances, taps included | `95` |
| Clkbuf count | `0` |
| RePlAce Congestion | `0.822` |
| Status | `finished, violations left` |
| Tool Warnings | `34` |
| Yosys cell types | `5` |
| Most frequent cells in the layout | `clkdlybuf4s50_1 (13), xnor2_2 (7), buf_4 (6), buf_2 (6), buf_6 (5)` |
| Pin count of the biggest net entering global routing | `4` |
| Fmax | `662 MHz` |
| Post-synth seq share | `0` |
| DR WL/cell | `10.6 um` |
| Chip Area, Yosys | `258 um^2` |
| Placement Rows | `21` |
| Hold Startpoint | `IN[11]` |
| Cycle use final | `1.01` |
| Post-route ant nets | `0` |
| Min cycle time layout | `1.51 ns` |
| Vias in the first global route | `283` |
| CORE AREA | `0.00342 mm^2` |
| CP peak stage delay | `0.41 ns` |
| CP max stage cell | `xnor3_1` |
| Vias | `255` |
| WP data required | `1.20 ns` |
| Via density | `2.63` |
| Cells after synthesis | `28` |
| Init Core Util | `0.0755` |
| Final WS setup | `-0.0102 ns` |
| Final std cells w/o fill | `97` |
| Final Hold Viols | `0` |
| First-pass GRT wire length | `1490 um` |
| Slew Limit Fails | `0` |
| Setup violators final | `2` |
| Area Overhead vs Synth | `153%` |
| Chip Height | `80 um` |
| Max VDD drop | `0.125 mV` |
| CP cell instances | `buf_6, xnor3_1, xnor2_2, xnor2_2, buf_2` |
| Remaining Overflow, GRT | `0` |
| WHS | `1.09 ns` |
| Syn. warnings | `6` |
-- power breakdown --
| part | leakage [nW] | switching (mW) | internal (mW) |
|---|---|---|---|
| clock network | 0 | 0 | 0 |
| logic | 0.288 | 0.0889 | 0.197 |
| registers | 0 | 0 | 0 |
-- what timing repair did --
action	in CTS	in global routing
endpoints found under the setup margin	17	4
hold buffers	0	0
hold endpoints to repair	0	0
gates resized	64	17
pin swaps	12	13
setup buffers	3	0
-- critical path, delay by kind of cell --
family,cells,cell delay (ns)
buffers and inverters,2,0.19
XOR/XNOR,3,0.72
-- kinds of logic after synthesis --
logic type,Yosys count,synth area share
xor gates and xnor gates,15,0.621
buffers and inverters,13,0.379
-- area by class of cell --
cell class | instances | area [um^2]
multi-input cells | 15 | 269
fillers | 387 | 2760
well taps | 46 | 57.6
repair buffers | 36 | 327
-- cells in the mapped netlist (all sizes together) --
cell type / count / share of area
buf: 13 / 0.38
xnor2: 12 / 0.41
xnor3: 1 / 0.087
xor2: 1 / 0.034
xor3: 1 / 0.092
-- how the worst max path moves through the flow --
stage | from | to | depth (start not counted)
CTS | IN[9] | OUT[4] | 6
global route | IN[3] | OUT[1] | 5
finish | IN[3] | OUT[1] | 5
-- through the flow --
stage	power [mW]	setup WS [ns]	setup TNS (ns)	util	cell area, um^2
floorplan	0.0979	0.225	0	-	258
global placement	0.253	-0.814	-4.57	0.160	546
detailed placement	0.253	-0.816	-4.48	0.160	546
CTS	0.276	-0.121	-0.212	0.182	622
global route	0.310	-0.0687	-0.133	0.191	653
finish	0.286	-0.0102	-0.0133	0.191	653
-- routing by layer --
metal	up-vias	share of wire	GRT usage
li1	119	-	-
met1	107	0.55	0.0466
met2	29	0.25	0.0305
met3	0	0.20	0.0170
met4	0	0	0
met5	-	0	0
Power is estimated from default activity; no workload was simulated.
